`flow/run.sh`:
```
#!/bin/bash
# OpenROAD 26Q1-2900-gdf79404cd8, Yosys 0.63+post, stock flow scripts
make -C /OpenROAD-flow-scripts/flow DESIGN_CONFIG=/design/flow/config.mk WORK_HOME=/design/flow/orfs finish
```
`flow/config.mk`:
```
export PLATFORM = sky130hd
export DESIGN_NAME = encode83
export DESIGN_NICKNAME = encode83
export VERILOG_FILES = /design/flow/design.v
export SDC_FILE = /design/flow/constraint.sdc
export NUM_CORES = 4
export LEC_CHECK = 1
export CORE_AREA = 10 10 70 70
export DIE_AREA = 0 0 80 80
```
`flow/constraint.sdc`:
```
current_design encode83

set clk_period 2.7
set clk_io_pct 0.2

create_clock -name clk0 -period $clk_period

set non_clock_inputs [all_inputs -no_clocks]
set_input_delay [expr $clk_period * $clk_io_pct] -clock clk0 $non_clock_inputs
set_output_delay [expr $clk_period * $clk_io_pct] -clock clk0 [all_outputs]
```
`flow/design.v`:
```
module bcd7seq(
        input [3:0] b,
        output reg [6:0] h
    );
    always @(*) begin
        case(b)
            4'd0:
                h = 7'b0000001;
            4'd1:
                h = 7'b1001111;
            4'd2:
                h = 7'b0010010;
            4'd3:
                h = 7'b0000110;
            4'd4:
                h = 7'b1001100;
            4'd5:
                h = 7'b0100100;
            4'd6:
                h = 7'b0100000;
            4'd7:
                h = 7'b0001111;
            4'd8:
                h = 7'b0000000;
            4'd9:
                h = 7'b0000100;
            default:
                h = 7'b1111111;
        endcase
    end
endmodule
module encode83 (
        input [7:0] x,
        input en,
        output reg [7:0] seg,
        output reg [3:0] y,
        output reg z
    );
    integer i;
    always @(x, en) begin
        seg[0] = 1;
        if (en) begin
            y = 0;
            z = 0;
            for (i = 0; i < 8; i = i + 1) begin
                if (x[i] == 1) begin
                    y = i[3:0];
                    z = 1;
                end
            end
        end
        else begin
            y = 0;
            z = 0;
        end
    end
    bcd7seq ins1 (.b(y), .h(seg[7:1]));
endmodule
```
==> changes_impl.md <==
### Changed

- Result of the run: completed
- Chip Width: 80 microns
- Switching share of power: 38.0%
- Largest voltage drop on the vdd net: 29.6 uV
- Congestion Overflow GR: 0
- Final WL: 1110 microns
- Cell Type Count: 23
- Buffers and inverters on the worst path: 2
- Site Rows: 21
- Worst Setup End Kind: output pin
- Crit Path Max Fanout: 7
- Max-slew violation count: 0
- Post-DR vias/cell: 3.36
- Flip-flop and latch count: 0
- Die area: 6400 sq um
- Tally of OpenROAD warnings: 37
- Area figure in the yosys stat output: 275 sq um
- Highest Clock Rate: 0.382 GHz
- Adder-Cell Fraction of Synth Area: 22.7%
- Count of buffers from port buffering: 20
- Mux cell area share: 4.09%
- Fill count: 368
- Synthesis Warnings: 2
- Placer's final routability congestion estimate: 0.830
- Number of global-route vias before repair: 335
- Category of the most critical setup path: primary input to output pin
- Area growth from synthesis to layout: 156%
- Combined global-route utilization of all metal layers: 2.89%
- Post-route clock period utilization: 96.9%
- Sum of negative setup slack: 0 ns
- Data required time at the worst endpoint: 2.16 ns
- Clkbuf count: 0
- Hold WS: 1.49 ns
- Starting DRC count in detailed routing: 12
- Cell-internal power: 0.0634 mW
- Setup crit start kind: primary input
- Power density normalized to cell area: 145 nW/um^2
- Number of primary I/O pins: 22
- Ant diodes: 0
- First-pass GRT wire length: 1600 microns
- Initial antenna violation count: 0
- Sequential cell area: 0 sq um
- DRC viols: 0
- Setup repair after global routing missed its margin: no
- Combinational group share of total power: 100.0%
- Switching power summed over all nets: 0.0388 mW
- Pin count of the biggest net entering global routing: 8
- DIE HEIGHT: 80 microns
- Power share of the clock group: 0%
- Netlist Area Pre-Place: 275 sq um
- Delay contributed by the slowest stage of the critical path: 0.61 ns
- Share of post-route cells with drive strength above 1: 54.2%
- Worst hold-check path type: primary input to output pin
- Sequential power share: 0%
- Final hold viol count: 0
- Category of cells accounting for the largest share of critical-path delay: buffers and inverters
- Max-cap violations: 0
- Main combinational cell family by area after synthesis: AND-OR/OR-AND gates
- Instance count on the critical path: 4
- Wire length per cell after detailed routing: 9.39 microns
- Detailed Routing Iterations Pass 1: 4
- Fin crit period: 2.62 ns
- Final antenna-violating net count: 0
- Quantity of hold-fixing buffers added after cts: 0
- Cell area after layout: 704 sq um
- Post-synthesis cell count: 37
- Placed Instance Area: 607 sq um
- Syn Area/Cell: 7.44 sq um
- Xor/xnor share of the synthesized area: 0%
- Core area: 3420 sq um
- Total via count in the routed design: 396
- CP Cell Sequence: dlygate4sd2_1 -> or4_4 -> o21a_1 -> clkdlybuf4s50_1
- Setup violations, final: 0
- Seq share, synth: 0%
- Hold depth: 3
- Cell count in the Yosys report: 37
- Core Util at FP: 8.06%
- Cell type of the slowest stage on the worst timing path: sky130_fd_sc_hd__or4_4
- Half-perimeter wire length of the detailed placement result: 911 microns
- Static leakage: 0.313 nW
- Synth Area in Simple Gates: 25.0%
- And-or/or-and share of the synthesized area: 35.5%
- Worst endpoint data arrival time: 2.08 ns
==> cells in the final DEF, fill, tap and decap left out, types with 2 or more instances in the layout <==
master / n
sky130_fd_sc_hd__dlygate4sd2_1: 8
sky130_fd_sc_hd__o311a_1: 2
sky130_fd_sc_hd__clkdlybuf4s50_1: 5
sky130_fd_sc_hd__buf_2: 3
sky130_fd_sc_hd__nor2_1: 3
sky130_fd_sc_hd__nand2_1: 3
sky130_fd_sc_hd__conb_1: 2
sky130_fd_sc_hd__ha_4: 3
sky130_fd_sc_hd__buf_4: 19
sky130_fd_sc_hd__clkbuf_2: 3
sky130_fd_sc_hd__ha_1: 2
==> final cells by class <==
class	count	area, sq um	area share [%]
Timing Repair Buffer	39	303	43.0
Inverter	1	3.75	0.533
Tap cell	46	57.6	8.17
Multi-Input combinational cell	32	340	48.3
==> per-stage QoR <==
stage	total power [mW]	cells	setup slack, ns	util, %
global placement	0.0906	112	-0.530	17.8
floorplan	0.0274	37	0.435	-
detailed placement	0.0910	112	-0.519	17.8
CTS	0.102	118	-0.0127	20.9
global route	0.111	118	0.0212	20.6
finish	0.102	118	0.0825	20.6
==> metal layers <==
metal,track usage [%],vias to the layer above,part of all wire (%)
met1,4.15,175,46
met3,0.568,0,12
li1,-,204,-
met4,0,0,0
met2,4.57,17,42
met5,0,-,0
==> synth_stat cells, drive strengths merged <==
cell	count	area share, %
nor3	1	1.8
o311ai	2	6.4
ha	5	23
o21ba	1	3.6
clkbuf	1	1.4
a21oi	2	3.6
o311a	2	7.3
and3	1	4.1
nor2b	1	2.3
nand2	3	4.1
inv	1	1.4
buf	3	7.3
and2	1	2.3
nor2	4	5.5
o21a	1	2.7
or4	1	2.7
mux2	1	4.1
o31ai	1	2.7
nand2b	1	2.3
o41ai	1	5.9
conb	2	2.7
o31a	1	3.2
==> logic make-up (layout without fill, tap and decap cells) <==
kind of cell / after synthesis / in the layout
buffers and inverters: 5 / 40
AND/OR/NAND/NOR: 13 / 13
adder cells (fa/ha/maj): 5 / 5
other: 2 / 2
AND-OR/OR-AND: 11 / 11
multiplexers: 1 / 1
==> worst min-delay path, stage by stage <==
cell                              delay, ns
sky130_fd_sc_hd__buf_2                 0.13
sky130_fd_sc_hd__o311ai_1              0.10
sky130_fd_sc_hd__clkdlybuf4s15_1       0.18
==> repair_timing <==
action,CTS,global route
gates resized,40,7
setup buffers,6,0
setup endpoints to repair,11,3
pin swaps,10,1
hold endpoints to repair,0,0
==> worst paths after layout <==
| check | startpoint | to | slack [ns] |
|---|---|---|---|
| max | x[5] | z | 0.08 |
| min | x[2] | seg[1] | 1.49 |
==> power groups by stage <==
stage | sequential, mW | combinational, mW | clock, mW
after global routing | 0 | 0.111 | 0
after CTS | 0 | 0.102 | 0
final | 0 | 0.102 | 0
Power is estimated from default activity; no workload was simulated.
