--- /design/flow/config.mk ---
export PLATFORM = sky130hd
export DESIGN_NAME = rand8
export DESIGN_NICKNAME = rand8
export VERILOG_FILES = /design/flow/design.v
export SDC_FILE = /design/flow/constraint.sdc
export NUM_CORES = 4
export LEC_CHECK = 1
export CORE_AREA = 10 10 70 70
export DIE_AREA = 0 0 80 80
--- /design/flow/constraint.sdc ---
current_design rand8

set clk_period 1.0
set clk_io_pct 0.2

create_clock -name clk0 -period $clk_period [get_ports {clk}]

set non_clock_inputs [all_inputs -no_clocks]
set_input_delay [expr $clk_period * $clk_io_pct] -clock clk0 $non_clock_inputs
set_output_delay [expr $clk_period * $clk_io_pct] -clock clk0 [all_outputs]
--- /design/flow/design.v ---
module rand8 (
        input wire clk,
        output reg [7:0] x
    );
    always @(posedge clk) begin
        if ( |x == 0) begin
            x <= 8'b1;
        end
        else begin
            x <= {x[4] ^ x[3] ^ x[2] ^ x[0], x[7:1]};
        end
    end
endmodule
--- /design/flow/run.sh ---
#!/bin/bash
# OpenROAD 26Q1-2900-gdf79404cd8, Yosys 0.63+post, stock flow scripts
make -C /OpenROAD-flow-scripts/flow DESIGN_CONFIG=/design/flow/config.mk WORK_HOME=/design/flow/orfs finish
==> reports/results.ini <==
[sta]
relSlewSlack=0.857
setup_viol=0
finalCritPeriodShare=0.950
maxSlewViolCount=0
skew_ns=0.00181
tightest_slew_ns=0.213
worst_slack_ns=0.0498
period_needed_ns=0.950
hold_violations=0
rsz0062_at_grt=false
hold_slack_ns=0.426
max_freq_mhz=1050

[floorplanning]
ios=9
fp_util=0.0667
die-area_um2=6400
core-area_um2=3420
dieHeight_um=80
die_w_um=80
core.rowCount=21

[cts]
cts_root_buf=clkbuf_4
worstSkewPairLatency_ns=0.25
clk_pin_slew_ns=0.05
cts_sinks=8
cts_made_buffers=3
clk_path_buf_depth=2
cts_tree=yes
holdBufCountCts=0
cts_setup_buffers=0
cts_max_level=1

[layout]
area_growth_pct=90.7
final_area_um2=434
comb_area_um2=51.3
drive_gt1_frac=0.594
most-common-layout-cells=8 x clkdlybuf4s15_1, 8 x dfxtp_2, 7 x buf_4
fin_util=0.127
top_regs=x (8)
regMostFlops=x
flop_area_um2=170
largest_reg_flops=8
fillCellCount=393

[synthesis]
top_area_cell=dfxtp_1
ys_seq_share=0.703
ys_ff=8
synth_cells=20
synth.distinct_cells=7
yosys-stat-cells=20
yosysWarningCount=1
syn_area_um2=228
yosys-stat-area_um2=228
topCellsByArea=dfxtp_1 70%, clkbuf_1 9.9%, xnor2_1 7.7%
synth.avg_cell_area_um2=11.4
synth.top_cell.area_share=0.703

[critical_path]
critPathCaptureType=primary output
crit_path_start_kind=flop
reg2reg_slack_ns=0.10
cp.required_ns=0.80
cp_slowest_cell=dfxtp_2
cp_num_buf_inv=1
crit_type=reg -> out
path_cells=clkdlybuf4s15_1
worstPathArrival_ns=0.75
slowest_delay_ns=0.32
cp_top_family=flip-flops
cp_max_fo=2

[run_status]
outcome=finished, final reports clean

[placed_design]
pre_cts_slack_ns=-0.0209
placed_area_um2=395
place_congestion=0.688
io_buffers=8

[route]
ant_nets=0
dr.pass1.iters=2
n_antenna_cell=0
wirelength_um=606
route.detailed.drc=0
vias=171
via_per_inst=2.19
drt-wirelength-per-cell_um=7.77
drtIter0Drc=1

[run]
warnings=25
drv_cap=0

[global_route]
grt_pass1_wl_um=938
antenna_found_initial=0
grt_max_degree=5
grt_pass1_vias=196
track_usage=0.0193
grt-ovfl-total=0

[min_path]
hp-class=reg -> reg

[power]
finalPower_mw=0.552
powerDensity_nw_per_um2=1270
power.leakage_nw=0.183
max-vdd-ir-drop_uv=175

power breakdown:
part	internal, mW	switching [mW]	leakage (nW)	total, mW
logic	0	0	0.100	0.000000100
clock network	0.136	0.0964	0.0138	0.233
registers	0.319	0	0.0685	0.319
worst paths after layout:
kind         start    to  depth (start not counted)
min           x[1]  x[0]                          1
max           x[0]  x[0]                          1
min reg2reg   x[1]  x[0]                          1
max reg2reg   x[7]  x[0]                          3
repair_timing:
action,CTS,global route
resized,24,1
setup endpoints to repair,8,1
pin swaps,0,0
cells by family (layout without fill, tap and decap cells):
group | after synthesis | in the layout | share of synthesized area
flops | 8 | 8 | 0.703
buf+inv | 6 | 18 | 0.0989
xor+xnor | 3 | 3 | 0.115
simple gates | 2 | 2 | 0.0494
compound gates | 1 | 1 | 0.0330
through the flow:
| stage | instances | TNS [ns] |
|---|---|---|
| after floorplan | 20 | 0 |
| after global placement | 75 | -0.0319 |
| after detailed placement | 75 | -0.0467 |
| after CTS | 78 | 0 |
| after global routing | 78 | 0 |
| final | 78 | 0 |
layout make-up:
cell class                      count  area share
Sequential cell                     8       0.392
Multi-Input combinational cell      6       0.118
Timing Repair Buffer               15       0.305
Clock buffer                        3      0.0519
Tap cell                           46       0.133
routing by layer:
metal	up-vias	GRT usage	share of wire	wire length [um]
met5	-	0	0	0
met4	0	0.00880	0.0083	5
met3	2	0.0114	0.054	33
met2	2	0.0377	0.62	378
met1	84	0.0141	0.31	189
li1	83	-	-	-
cells in the mapped netlist (all sizes together):
cell,count
xnor2,2
dfxtp,8
nor3,1
a21o,1
nor4,1
clkbuf,6
xor2,1
Power and IR drop assume default switching activity.
